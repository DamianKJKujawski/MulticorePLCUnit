==> design/flow/config.mk <==
export PLATFORM = sky130hd
export DESIGN_NAME = BIT_PERIPHERALS
export DESIGN_NICKNAME = BIT_PERIPHERALS
export VERILOG_FILES = /design/flow/design.v
export SDC_FILE = /design/flow/constraint.sdc
export NUM_CORES = 4
export LEC_CHECK = 1
export CORE_AREA = 10 10 103 103
export DIE_AREA = 0 0 113 113
==> design/flow/constraint.sdc <==
current_design BIT_PERIPHERALS

set clk_period 3.2
set clk_io_pct 0.2

create_clock -name clk0 -period $clk_period [get_ports {CLK}]

set non_clock_inputs [all_inputs -no_clocks]
set_input_delay [expr $clk_period * $clk_io_pct] -clock clk0 $non_clock_inputs
set_output_delay [expr $clk_period * $clk_io_pct] -clock clk0 [all_outputs]
==> design/flow/design.v <==
module BIT_PERIPHERALS
(
	input wire 		    	CLK,
	input wire 			 		BITPERIPHERALS_EN,
	input wire 					BITPERIPHERALS_READ,
	input wire 					BITPERIPHERALS_WRITE,
  output wire [15:0] 	BITPERIPHERALS_OUTPUT,
	input wire  [15:0] 	BITPERIPHERALS_OutADDR,
	input wire 		 			BITPERIPHERALS_OutDATA,
	input wire 		    	BITPERIPHERALS_WE,
	input wire  [15:0] 	BITPERIPHERALS_INPUT,
	input wire  [15:0] 	BITPERIPHERALS_InADDR,
	output wire 			 	BITPERIPHERALS_InDATA
);
INPUT_REGISTERS _INPUT_REGISTERS
(
	.CLK(CLK),
	.INPUTREGISTERS_EN(BITPERIPHERALS_EN && !BITPERIPHERALS_OutADDR[4]),
	.INPUTREGISTERS_LoadInput(BITPERIPHERALS_READ),
	.INPUTREGISTERS_INPUT(BITPERIPHERALS_INPUT),
	.INPUTREGISTERS_InADDR(BITPERIPHERALS_InADDR[3:0]),
	.INPUTREGISTERS_InDATA(BITPERIPHERALS_InDATA)
);
OUTPUT_REGISTERS _OUTPUT_REGISTERS
(
	.CLK(CLK),
	.OUTPUTREGISTERS_WE(BITPERIPHERALS_WE),
	.OUTPUTREGISTERS_EN(BITPERIPHERALS_EN && BITPERIPHERALS_InADDR[4]),
	.OUTPUTREGISTERS_LoadOutput(BITPERIPHERALS_WRITE),
	.OUTPUTREGISTERS_OUTPUT(BITPERIPHERALS_OUTPUT),
	.OUTPUTREGISTERS_OutADDR(BITPERIPHERALS_OutADDR[3:0]),
	.OUTPUTREGISTERS_OutDATA(BITPERIPHERALS_OutDATA),
	.OUTPUTREGISTERS_ReadOutADDR(BITPERIPHERALS_InADDR[3:0]),
	.OUTPUTREGISTERS_ReadOutDATA(BITPERIPHERALS_InDATA)
);
endmodule 
module INPUT_REGISTERS
(
	input wire 		   	CLK,
	input wire 				INPUTREGISTERS_EN,
	input wire 		   	INPUTREGISTERS_LoadInput,
	input wire [15:0] INPUTREGISTERS_INPUT,
	input wire [3:0] 	INPUTREGISTERS_InADDR,
	output wire 			INPUTREGISTERS_InDATA
);
reg [15:0] IN_REGISTER;
assign INPUTREGISTERS_InDATA = (INPUTREGISTERS_EN) ? IN_REGISTER[INPUTREGISTERS_InADDR] : 1'bz;
always @ (posedge CLK)
begin
	if (INPUTREGISTERS_LoadInput) 
		IN_REGISTER[15:0] <= INPUTREGISTERS_INPUT;
end
initial begin
	IN_REGISTER = 16'b0;
end
endmodule 
module OUTPUT_REGISTERS
(
	input wire 		    	CLK,
	input wire 		    	OUTPUTREGISTERS_WE,
	input wire			 		OUTPUTREGISTERS_EN,
	input wire 		 	 		OUTPUTREGISTERS_LoadOutput,
	output reg  [15:0] 	OUTPUTREGISTERS_OUTPUT,
	input wire  [3:0]  	OUTPUTREGISTERS_OutADDR,
	input wire 			 		OUTPUTREGISTERS_OutDATA,
	input  wire  [3:0]  OUTPUTREGISTERS_ReadOutADDR,
	output wire 			 	OUTPUTREGISTERS_ReadOutDATA
);
reg [15:0] OUT_REGISTER;
assign OUTPUTREGISTERS_ReadOutDATA = (OUTPUTREGISTERS_EN) ? OUT_REGISTER[OUTPUTREGISTERS_ReadOutADDR] : 1'bz;
always @ (posedge CLK)
begin
	if (OUTPUTREGISTERS_WE && OUTPUTREGISTERS_EN) 
		OUT_REGISTER[OUTPUTREGISTERS_OutADDR] <= OUTPUTREGISTERS_OutDATA;
end
always @ (posedge CLK)
begin
	if (OUTPUTREGISTERS_LoadOutput) 
		OUTPUTREGISTERS_OUTPUT[15:0] <= OUT_REGISTER;
end
initial begin
	OUT_REGISTER = 16'b0;
	OUTPUTREGISTERS_OUTPUT = 16'b0;
end
endmodule 
==> design/flow/run.sh <==
#!/bin/bash
# OpenROAD 26Q1-2900-gdf79404cd8, Yosys 0.63+post, stock flow scripts
make -C /OpenROAD-flow-scripts/flow DESIGN_CONFIG=/design/flow/config.mk WORK_HOME=/design/flow/orfs finish
==> results.yml <==
# physical design summary
global_route:
  first_global_vias: 1154
  grt_overflow: 0
  antenna_found_initial: 0
  grt_max_degree: 17
  grt_util_all_layers: 0.0563
  grt_pass1_wl_mm: 5.84
power_and_ir_drop:
  p_per_area_nw_per_um2: 440
  ir_drop_mv: 0.174
  power_leakage_nw: 0.765
  total_power_uw: 970
flow_run:
  stage_log_warnings: 68
  cap_violations: 0
finish:
  fillCellCount: 852
  area_growth_pct: 37.2
  layout-drive-gt1-share: 0.189
  final_area_um2: 2200
  instances_no_fill: 264
  combGateArea_um2: 631
  finish.utilization: 0.266
  seq_area_um2: 961
place:
  numPortBuffers: 30
  gp_congestion: 0.882
  dpl_cell_area_um2: 2090
  place_ws_ns: -0.0132
  dp_hpwl_mm: 2.79
  dp_cells: 256
timing:
  whs_ns: 0.483
  slew_headroom: 0.493
  tightest_slew_ns: 0.760
  slew_violations: 0
  max_freq_mhz: 340
  finalCriticalPeriod_ns: 2.94
  setup_tns_ns: 0
  finalSetupViolations: 0
  fin_ws_ns: 0.258
  fin_skew_ns: 0.00614
  rsz0062_at_grt: "no"
  fin_crit_sh: 0.919
  hold_viol: 0
synth:
  netlist_instances: 114
  ys_area_um2: 1610
  synth_seq_share: 0.598
  yosysWarningCount: 5
  ys_cells: 114
  yosysUniqueCellTypes: 31
  syn-cell-area_um2: 1610
  syn_avg_cell_area_um2: 14.1
  synth-seq-cells: 32
detailed_routing:
  diodes: 0
  post_drt_via_cell_ratio: 4.19
  dr.pass1.iters: 4
  vias: 1107
  drt-total-wl_mm: 3.56
  wl_per_cell_um: 13.5
  drc_errors: 0
  detail_route.iter0.violations: 126
  antenna_left: 0
cts:
  clock_sinks: 32
  cts_buffer_depth: 2
  cts_tree: "done"
  htree_levels: 2
  cts_root_buf: "clkbuf_8"
  ctsHoldBuffers: 0
  postCtsSetupBuffers: 0
  path_clk_slew_ns: 0.07
  numCtsBuffers: 5
  worstSkewPairLatency_ns: 0.28
setup_path:
  cp_slowest_cell: "clkdlybuf4s50_1"
  max_stage_delay_ns: 0.50
  crit_fanout: 2
  crit_top_cell: "clkdlybuf4s50_1"
  cp_num_buf_inv: 2
  crit_arrival_ns: 2.30
  critical_path_class: "input port to output port"
  worst_path_dominant_cell_family: "buffers and inverters"
  cp-start-kind: "input port"
  r2r_slack_ns: 2.11
  cp.required_ns: 2.56
  crit_path_end_kind: "output port"
  crit_chain: "clkdlybuf4s50_1 > mux4_2 > nor2b_1 > a211oi_1 > a21oi_1 > clkdlybuf4s50_1"
floorplan:
  ios: 71
  die_x_um: 113
  dieHeight_um: 113
  rows: 33
  fp-utilization: 0.194
  chipArea_um2: 12800
  core_area_um2: 8300
worst_hold_path:
  hold_path_class: "flop to flop"
run_status:
  status: "completed"
[what timing repair did]
item	in CTS	in global routing
endpoints found under the setup margin	1	0
gates resized	2	0
endpoints found under the hold margin	0	0
[registers in the layout, summed over array words and instances, names as in the netlist]
signal,flops
_OUTPUT_REGISTERS.OUTPUTREGISTERS_OUTPUT,16
_OUTPUT_REGISTERS.OUT_REGISTER,16
[area by class of cell]
type / count / area share
repair buffers: 38 / 0.165
clock buffers: 6 / 0.0329
clock inverters: 2 / 0.0159
well taps: 105 / 0.0596
multi-input cells: 78 / 0.286
inverters: 3 / 0.00511
flip-flops and latches: 32 / 0.436
[cells by family after synthesis]
| family | count (synthesis) | share of synthesized area |
|---|---|---|
| and+or+nand+nor | 28 | 0.0981 |
| AOI/OAI and AO/OA | 37 | 0.168 |
| DFF | 32 | 0.598 |
| adders and majority gates | 4 | 0.0312 |
| buffers and inverters | 4 | 0.00934 |
| muxes | 9 | 0.0950 |
[synth_stat cells]
library cell	n	area, um2
a211o_1	2	17.5
a211oi_1	1	7.51
a21boi_4	1	18.8
a21o_1	4	30.0
a21oi_1	2	10.0
a31o_2	1	8.76
a31oi_1	1	6.26
a31oi_4	1	21.3
and3_1	3	18.8
and3b_1	1	8.76
clkbuf_1	1	3.75
edfxtp_1	32	961
ha_1	4	50.1
inv_1	3	11.3
mux2_2	2	22.5
mux2_4	2	30.0
mux2i_1	1	10.0
mux4_2	4	90.1
nand2_1	6	22.5
nand2b_1	2	12.5
nor2_1	7	26.3
nor2b_1	4	25.0
nor3_2	1	10.0
nor3b_1	1	7.51
nor4b_1	1	8.76
o2111ai_1	2	17.5
o21ai_0	16	80.1
o21ai_2	2	17.5
o2bb2ai_1	4	35.0
or3_1	1	6.26
or3_4	1	11.3
[cells in the final DEF (no fill, tap or decap)]
cell type        instances
and3_1                   3
edfxtp_1                32
nand2_1                  6
a21oi_1                  2
nor4b_1                  1
o2111ai_1                2
and3b_1                  1
clkbuf_8                 5
mux2i_1                  1
clkbuf_1                 1
o2bb2ai_1                4
mux4_2                   4
a31oi_1                  1
clkinv_2                 1
nor2_1                   7
nor3b_1                  1
buf_4                    7
nand2b_1                 2
a211oi_1                 1
nor2b_1                  4
or3_4                    1
or3_1                    1
mux2_2                   2
a31o_2                   1
a31oi_4                  1
inv_1                    3
o21ai_2                  2
nor3_2                   1
buf_6                    1
a211o_1                  2
mux2_4                   2
ha_1                     4
dlygate4sd2_1            1
clkdlybuf4s50_1         29
o21ai_0                 16
a21boi_4                 1
a21o_1                   4
bufinv_16                1
[final timing paths]
path	start	endpoint	depth (start not counted)
max	BITPERIPHERALS_InADDR[1]	BITPERIPHERALS_InDATA	6
max reg2reg	_OUTPUT_REGISTERS.OUT_REGISTER[2]$_DFFE_PP_	_OUTPUT_REGISTERS.OUT_REGISTER[2]$_DFFE_PP_	2
min reg2reg	_OUTPUT_REGISTERS.OUT_REGISTER[7]$_DFFE_PP_	_OUTPUT_REGISTERS.OUTPUTREGISTERS_OUTPUT[7]$_DFFE_PP_	0
min	_OUTPUT_REGISTERS.OUT_REGISTER[7]$_DFFE_PP_	_OUTPUT_REGISTERS.OUTPUTREGISTERS_OUTPUT[7]$_DFFE_PP_	0
[routing by layer]
metal | track usage | part of all wire | up-vias
met1 | 0.0724 | 0.45 | 516
li1 | - | - | 540
met4 | 0.00677 | 0.010 | 0
met3 | 0.0358 | 0.14 | 4
met2 | 0.0810 | 0.41 | 47
met5 | 0 | 0 | -
[where the power goes]
part,switching (mW),leakage (nW),internal (mW)
logic,0.0539,0.407,0.0647
clock network,0.137,0.0552,0.231
registers,0.00621,0.303,0.477
Power figures rest on the tool's default switching activity, not on a simulated workload.
