==> design/flow/design.v <==
module Word_Memory
(
	input wire 							clk,
	input wire							WriteEnable,
	input wire 							chip_enable,
	input wire 							enable,
	input wire 	[DataBits-1:0] 	InputData,
	input wire 	[AddrBits-1:0] 	Addr,
	output wire [DataBits-1:0] 	OutputData
);
localparam AddrBits 	= 10;
localparam DataBits   = 8;
reg  [DataBits   - 1 :0] RAM[((2^AddrBits) - 1):0];
always @ (posedge clk)
begin
	if (WriteEnable && chip_enable)
	begin
		RAM[Addr] <= InputData;
	end
end
assign OutputData = (chip_enable)? RAM[Addr]:8'bzzzz_zzzz;
initial
begin
	integer i;
	for (i=0; i<(2^AddrBits); i=i+1)
	begin
		RAM[i] = {(DataBits-1) {1'b0}};
	end
end
endmodule 
==> design/flow/run.sh <==
#!/bin/bash
# OpenROAD 26Q1-2900-gdf79404cd8, Yosys 0.63+post, stock flow scripts
make -C /OpenROAD-flow-scripts/flow DESIGN_CONFIG=/design/flow/config.mk WORK_HOME=/design/flow/orfs finish
==> design/flow/config.mk <==
export PLATFORM = sky130hd
export DESIGN_NAME = Word_Memory
export DESIGN_NICKNAME = Word_Memory
export VERILOG_FILES = /design/flow/design.v
export SDC_FILE = /design/flow/constraint.sdc
export NUM_CORES = 4
export LEC_CHECK = 1
export CORE_UTILIZATION = 40
==> design/flow/constraint.sdc <==
current_design Word_Memory

set clk_period 2.0
set clk_io_pct 0.2

create_clock -name clk0 -period $clk_period [get_ports {clk}]

set non_clock_inputs [all_inputs -no_clocks]
set_input_delay [expr $clk_period * $clk_io_pct] -clock clk0 $non_clock_inputs
set_output_delay [expr $clk_period * $clk_io_pct] -clock clk0 [all_outputs]
==> deck_impl_summary.md <==
Synthesis and Place & Route Summary

Placement
  • Post-Place Cell Area: 2980 um^2
  • DP Worst Slack: -736 ps
  • Hpwl dp: 2710 um
  • IO Port Bufs: 21
  • Dpl cells: 226
  • GPL Wtd Cong: 0.815

STA
  • Setup TNS: 0 ps
  • Min Tclk post-route: 1960 ps
  • # setup viols final: 0
  • Worst setup margin: 35.5 ps
  • Final hold violation count: 0
  • Unrepaired setup endpoints after global routing: true
  • Final worst-path cycle share: 98.2%
  • WHS: 705 ps
  • Worst slew pin tran: 277 ps
  • Fmax: 509 MHz
  • Relative slew margins: 81.4%
  • Max Transition Viols Final: 0

Synthesis
  • Synthesized instance count: 112
  • Commonest cells in the netlist: edfxtp_1, mux4_2, mux2_2
  • YS chip area: 2500 um^2
  • Dominant register cell: edfxtp_1
  • Count leader, synth: edfxtp_1
  • Ys flops: 64
  • Area leader, netlist: edfxtp_1
  • Yosys stat cell total: 112
  • Syn avg cell area: 22.3 um^2
  • Post-synthesis instance area: 2500 um^2
  • Post-synthesis sequential area ratio: 76.9%
  • EDFF count, synth: 64
  • Async S/R FF share, synth: 0%
  • Ys Warns: 2
  • Yosys cell types: 20
  • Top cells, area: edfxtp_1, mux4_2, mux4_1, mux2_2, mux2i_1
  • Top-area cell share: 76.9%

CTS
  • Root Buffer: clkbuf_8
  • Num CTS Buffers: 9
  • Clk sinks: 64
  • Maximum buffer depth of the clock tree: 2
  • CTS tree: done
  • Post-cts hold buffer count: 0
  • CTS clk-pin slew, worst paths: 60 ps
  • CTS H-Tree Depth: 3

Drt
  • DRT iter0 DRCs: 69
  • Routed Antenna Nets: 0
  • Routed wire per std cell: 18.3 um
  • Drt drc: 0
  • Routed WL: 4510 um
  • First-pass DRT Iterations: 4
  • Antenna diodes: 0
  • DR vias: 1247
  • Drt via density: 5.05

Global routing
  • GRT overflow: 0
  • Global routing usage on met3: 9.24%
  • GR Util met2: 23.3%
  • M1 GR Usage: 28.7%
  • Vias in the first global route: 1338
  • First-pass GRT wire length: 7030 um
  • Busiest grt layer: met1
  • Antenna violations before repair: 0
  • Largest net degree at the start of global routing: 14
  • GRT Total Usage: 17.2%

Run
  • Stage-log warning count: 34
  • Maxcap violations: 0

Layout
  • Synth-to-layout area growth: 29.8%
  • Final Util: 54.2%
  • Register name with the most flops: RAM
  • Biggest regs: RAM: 64 flops
  • Fraction of layout cells with a size suffix above 1: 43.0%
  • Post-Layout Cell Count: 247
  • Reg area: 1920 um^2
  • FILL cells: 466
  • Final Cell Area: 3250 um^2
  • Comb area: 558 um^2
  • Number of flip-flops under the largest register name: 64

Pwr
  • Pleak: 1.16 nW
  • Overall power: 2.73 mW
  • Power density over the cells: 840 nW/um^2
  • Peak VDD IR: 0.456 mV

Setup path
  • Startpoint class of the critical path: input pin
  • Critical path data arrival time: 1560 ps
  • Req. time, crit path: 1600 ps
  • WS Path Type: input pin to primary output
  • Element type at the critical path end: primary output
  • CP max FO: 7

Run status
  • Outcome: finished clean

Floorplanning
  • Die Width: 81.1 um
  • Initial Utilization: 41.7%
  • Io pins: 30
  • Die height: 81.1 um
  • Chip footprint: 6570 um^2
  • Core ar.: 5990 um^2
  • FP Rows: 28

Hold path
  • HP Class: input pin to flop
## report_power, final
| part | internal [mW] | leakage [nW] | switching (mW) |
|---|---|---|---|
| combinational | 0.137 | 0.486 | 0.0808 |
| clock | 0.563 | 0.0922 | 0.435 |
| sequential | 1.50 | 0.578 | 0.00570 |
## area by class of cell
class	count	area share (%)
Sequential cell	64	59.2
Multi-Input combinational cell	42	17.2
Timing Repair Buffer	50	15.2
Clock buffer	11	4.05
Tap cell	75	2.89
Clock inverter	5	1.46
## repair_timing
item / in CTS / in global routing
hold endpoints to repair: 0 / 0
cloned: 3 / 0
setup endpoints to repair: 8 / 8
gates resized: 52 / 1
setup buffers: 4 / 0
pin swaps: 2 / 2
## logic make-up after synthesis
| family | count (synthesis) | synth area share (%) |
|---|---|---|
| AND-OR/OR-AND | 2 | 0.551 |
| buffers and inverters | 6 | 1.50 |
| flip-flops | 64 | 76.9 |
| multiplexers | 24 | 17.7 |
| AND/OR/NAND/NOR | 16 | 3.35 |
## worst max-delay path, stage by stage
cell           delay [ps]
buf_2                 130
bufbuf_16             270
nand2_2                70
o22ai_1                80
or3_1                 360
dlygate4sd2_1         240
## metal layers
metal / share of wire [%] / up-vias
li1: - / 578
met2: 46 / 56
met3: 9.7 / 7
met5: 0 / -
met1: 43 / 606
met4: 1.4 / 0
## placed cells by master (no fill, tap or decap), types with 2 or more instances in the layout
master           count
clkbuf_1             2
edfxtp_1            64
nor2_1               6
nor3_1               2
clkdlybuf4s50_1     10
mux2_4               7
clkinv_2             2
bufbuf_16            2
buf_4               24
clkinv_1             2
clkbuf_8             9
buf_2                8
mux4_2              14
mux2i_1              3
buf_12               3
## final timing paths
path	slack, ps	cells after the start	to	start
min	710	4	RAM[4][2]	Addr[0]
max	40	6	OutputData[6]	Addr[1]
Power is estimated from default activity; no workload was simulated.
